--- flow/design.v ---
module lab3(
    input logic CLK100MHZ,
    input logic BTNC,
    input logic [5:3] SW,
    output logic [7:0] HEX,
    output logic [3:0] AN
);
logic [25:0] counter = 0;
logic [19:0] refresh_counter;
logic [1:0] anode_selector;
logic [3:0] current_digit;
logic dot;
typedef enum {
    MODE_OFF,
    MODE_VARIANT,
    MODE_GROUP,
    MODE_DATE
} display_mode;
display_mode mode;
always_comb begin
    if (SW[5]) mode = MODE_VARIANT;
    else if (SW[4]) mode = MODE_GROUP;
    else if (SW[3]) mode = MODE_DATE;
    else mode = MODE_OFF;
end
always_ff @(posedge CLK100MHZ) begin
    refresh_counter <= refresh_counter + 1;
    if (refresh_counter == 100000) begin
        refresh_counter <= 0;
        anode_selector <= anode_selector + 1;
    end
end
localparam DATE_LEN = 10;
logic [3:0] date_digits [DATE_LEN-1:0] = '{
    4'hF, 4'h0, 4'h6, 4'h0, 4'h5, 4'h2, 4'h0, 4'h0, 4'h4, 4'hF
};
logic [DATE_LEN-1:0] date_dots = '{
    0, 0, 1, 0, 1, 0, 0, 0, 0, 0
};
logic [3:0] shift_pos = 0;
always_ff @(posedge CLK100MHZ) begin
    if (mode == MODE_DATE) begin
        counter <= counter + 1;
        if (counter == 50000000) begin
            counter <= 0;
            shift_pos <= (shift_pos + 1) % DATE_LEN;  
        end
    end else begin
        counter <= 0;
        shift_pos <= 0;
    end
end
always_comb begin
    case(mode)
        MODE_VARIANT: begin  
            case(anode_selector)
                2'b00: begin  
                    current_digit = 4'h1;
                    dot = 0;
                    AN = 4'b1110;
                end
                2'b01: begin  
                    current_digit = 4'h1;
                    dot = 0;
                    AN = 4'b1101;
                end
                default: begin
                    current_digit = 4'hF;
                    dot = 0;
                    AN = 4'b1111;
                end
            endcase
        end
        MODE_GROUP: begin  
            case(anode_selector)
                2'b00: begin  
                    current_digit = 4'h2;
                    dot = 0;
                    AN = 4'b1110;
                end
                2'b01: begin  
                    current_digit = 4'h2;
                    dot = 0;
                    AN = 4'b1101;
                end
                2'b10: begin  
                    current_digit = 4'hA;
                    dot = 0;
                    AN = 4'b1011;
                end
                2'b11: begin  
                    current_digit = 4'h1;
                    dot = 0;
                    AN = 4'b0111;
                end
            endcase
        end
        MODE_DATE: begin  
            logic [3:0] current_index;
            current_index = (shift_pos + anode_selector) % DATE_LEN;  
            current_digit = date_digits[current_index];
            dot = date_dots[current_index];
            AN = ~(4'b0001 << anode_selector);
        end
        default: begin  
            current_digit = 4'hF;
            dot = 0;
            AN = 4'b1111;
        end
    endcase
end
seg7_decoder decoder(
    .data(current_digit),
    .dot(dot),
    .seg(HEX)
);
endmodule
module seg7_decoder(
    input logic [3:0] data,
    input logic dot,
    output logic [7:0] seg
);
always_comb begin
    case(data)
        4'h0: seg = {~dot, 7'b1000000};  
        4'h1: seg = {~dot, 7'b1111001};  
        4'h2: seg = {~dot, 7'b0100100};  
        4'h3: seg = {~dot, 7'b0110000};  
        4'h4: seg = {~dot, 7'b0011001};  
        4'h5: seg = {~dot, 7'b0010010};  
        4'h6: seg = {~dot, 7'b0000010};  
        4'h7: seg = {~dot, 7'b1111000};  
        4'h8: seg = {~dot, 7'b0000000};  
        4'h9: seg = {~dot, 7'b0010000};  
        4'hA: seg = {~dot, 7'b0001000};  
        4'hB: seg = {~dot, 7'b0000011};  
        4'hC: seg = {~dot, 7'b1000110};  
        4'hD: seg = {~dot, 7'b0100001};  
        4'hE: seg = {~dot, 7'b0000110};  
        4'hF: seg = {~dot, 7'b1111111};  
        default: seg = {~dot, 7'b1111111};
    endcase
end
endmodule
--- flow/run.sh ---
#!/bin/bash
# OpenROAD 26Q1-2900-gdf79404cd8, Yosys 0.63+post, stock flow scripts
make -C /OpenROAD-flow-scripts/flow DESIGN_CONFIG=/design/flow/config.mk WORK_HOME=/design/flow/orfs finish
--- flow/config.mk ---
export PLATFORM = sky130hd
export DESIGN_NAME = lab3
export DESIGN_NICKNAME = lab3
export VERILOG_FILES = /design/flow/design.v
export SDC_FILE = /design/flow/constraint.sdc
export NUM_CORES = 4
export LEC_CHECK = 1
export CORE_UTILIZATION = 40
export SYNTH_HDL_FRONTEND = slang
--- flow/constraint.sdc ---
current_design lab3

set clk_period 3.9
set clk_io_pct 0.2

create_clock -name clk0 -period $clk_period [get_ports {CLK100MHZ}]

set non_clock_inputs [all_inputs -no_clocks]
set_input_delay [expr $clk_period * $clk_io_pct] -clock clk0 $non_clock_inputs
set_output_delay [expr $clk_period * $clk_io_pct] -clock clk0 [all_outputs]
==> results.txt <==
The flow completed. The run finished, with violations left. The final reports fail on negative setup slack. Per the OpenROAD floorplan log, the width of the die is 92.3 um. Per the summary, power density relative to cell area is 212 nW/um2. Counting flops with a built-in enable in the synthesized netlist gives 2.

Data arrives at the worst endpoint at 3.93 ns. The synthesized netlist occupies a cell area of 3260 um2. Proportion of register bits with asynchronous set or reset after synthesis landed at 0%. The kind of cell with the highest combined delay along the critical path is AND-OR/OR-AND gates. In the final layout, the fill cell count is 714. Sorting the Yosys area breakdown by cell type puts at the top sky130_fd_sc_hd__dfxtp_1. Detail-routed net length per standard cell landed at 11.3 um. Hold analysis lists the worst path endpoint as refresh_counter[19]$_SDFF_PN0_. Setup repair after global routing could not meet its margin everywhere. In this run the tightest slew margin relative to its limit is 62.5%. Mean area per synthesized cell landed at 8.21 um2. Detailed placement finished with a half-perimeter wire length of 4.70 mm. Max fanout on the critical path was recorded as 4.

For reference, the most critical setup path is categorized as flop to output pin. Sink count of the clock tree landed at 52. Slew at the pin with the worst max-slew slack landed at 0.558 ns. Core area landed at 7810 um2. For reference, the top cells by area after synthesis are sky130_fd_sc_hd__dfxtp_1 31%, sky130_fd_sc_hd__xnor2_1 7.5%, sky130_fd_sc_hd__ha_1 7.3%, sky130_fd_sc_hd__nor2_1 7.0%, sky130_fd_sc_hd__xor2_1 5.4%. In the finished design, the share of the clock period the worst path needs comes to 121%.

Setup-violating endpoint count in the final report landed at 7. After routing, the total negative slack on setup checks comes to -4.64 ns. Looking at the VDD voltage map, the peak drop is 0.000245 V. Clock period minus worst slack landed at 4.71 ns. Looking at the power breakdown, the clock network takes 31.8% of the total. Boundary pin count landed at 17. Pre-placement core utilization landed at 41.7%. Cell depth of the worst flop-to-flop path landed at 8. The pre-antenna-repair detailed-routing pass consisted of 4 iterations. Pin count of the biggest net entering global routing landed at 27.

The analysis attributes to net switching a power of 0.191 mW. Post-synth the commonest register cell is sky130_fd_sc_hd__dfxtp_1. Number of vias per cell after detailed routing landed at 5.04. The buffer_ports step reported a buffer count of 15. Placed instance count landed at 551. The tree is rooted in a sky130_fd_sc_hd__clkbuf_8.

The leakage power in the latest report is 1.61 nW. Of the cells placed in the final design, the portion with a size suffix greater than 1 is 25.3%. Per the OpenROAD floorplan log, the height of the die is 92.3 um. STA classifies the critical path startpoint as a flop. Hold slack landed at 0.461 ns. Post-route worst setup slack landed at -0.806 ns. Hold-check failures listed in the final report amount to 0.

After clock tree synthesis, the clock-pin slew on the worst setup and hold paths is 0.09 ns. The most critical min-delay path falls under flop to flop. The detail route stage leaves a number of antenna-violating nets equal to 0. Overall routing resource usage recorded by global route was 16.5%.

Per the synthesis report, the number of distinct cell types is 61. For reference, the final report shows the max-slew violation count at 0. Area growth from synthesis to final layout landed at 28.9%. Total detailed-routing wirelength landed at 6.54 mm. Relative contribution of combinational cells to total power landed at 8.3%. For this block, the via count after detailed routing is 2930. Post-cts hold buffer count landed at 0.

Number of inserted diodes landed at 0. The floorplan step defined a die boundary enclosing 8510 um2. Counting every instance in the synthesized netlist gives 397. Number of max-cap violations landed at 0. After synthesis, flip-flops and latches occupy 32.6% of the total area.

The longest clock path from root to sink contains 2 buffers. Switching portion of total power landed at 21.4%. Initial antenna violation count landed at 0. STA reports a reg2reg setup slack of 1.57 ns. Listed in order, past its start point the critical path passes buf_6 > fa_2 > and2_4 > a22oi_2 > ha_4 > nand2b_4 > nor2_4 > a32oi_1 > o21ai_1 > a21oi_2 > ha_1 > nand2_1 > a211oi_2 > a31oi_4 > buf_6 > a21oi_2 > or3_4 > a221o_1 > buf_2. The highest clock rate this design can be run at is 0.212 GHz. Area of the synthesized netlist per yosys stat landed at 3260 um2. Clock latency at the later pin of the worst-skew pair landed at 0.30 ns. TritonCTS built the clock tree.

Total number of warnings across the stage logs landed at 38. The finished layout holds 581 standard cells, fillers aside. For this block, the initial DRC count from the detailed router was 28. STA lists the startpoint of the worst hold path as refresh_counter[19]$_SDFF_PN0_. Fraction of synthesized cell area taken by the top area cell type landed at 30.7%. The launch point of the worst register-to-register path is recorded as shift_pos[0]$_SDFFE_PN0N_. Per the timing report, the most critical flop-to-flop path finishes at shift_pos[2]$_SDFFE_PN0N_. STA classifies the critical path endpoint as an output pin. Number of remaining DRC errors landed at 0. Count of state elements after synthesis landed at 52. The OpenROAD report gives the critical path a required time of 3.12 ns.

Portion of total power attributed to sequential cells landed at 59.9%. The completed layout was analyzed and its total power is 0.892 mW. Number of global-route vias before repair landed at 2696. Number of clock buffers inserted by TritonCTS landed at 5. The internal power of the cells totals 0.701 mW. Count of cells along the worst hold path landed at 1. Worst setup skew after layout landed at 0.00564 ns. The synthesis report lists the Yosys warning total as 0.

Global-route wire length before repair landed at 11.6 mm. The slowest stage of the critical path belongs to the cell sky130_fd_sc_hd__edfxtp_1. Final weighted congestion of routability-driven global placement landed at 0.818. CTS built an H-tree with a depth of 2. On the worst path, the slowest cell contributes a delay of 0.47 ns. The critical path contains buffers and inverters numbering 3 combined. After global routing the overflow that remains totals 0. Number of core rows landed at 32. The synth_stat.txt file lists the number of cells as 397.
[Yosys cell counts (2+ instances only)]
| master | count |
|---|---|
| sky130_fd_sc_hd__a211oi_1 | 6 |
| sky130_fd_sc_hd__a21oi_1 | 12 |
| sky130_fd_sc_hd__a21oi_2 | 2 |
| sky130_fd_sc_hd__a22oi_1 | 2 |
| sky130_fd_sc_hd__a31oi_1 | 4 |
| sky130_fd_sc_hd__and2_1 | 4 |
| sky130_fd_sc_hd__and3_1 | 6 |
| sky130_fd_sc_hd__buf_2 | 9 |
| sky130_fd_sc_hd__clkbuf_1 | 3 |
| sky130_fd_sc_hd__dfxtp_1 | 50 |
| sky130_fd_sc_hd__edfxtp_1 | 2 |
| sky130_fd_sc_hd__ha_1 | 19 |
| sky130_fd_sc_hd__inv_1 | 19 |
| sky130_fd_sc_hd__mux2i_1 | 4 |
| sky130_fd_sc_hd__nand2_1 | 25 |
| sky130_fd_sc_hd__nand2b_1 | 9 |
| sky130_fd_sc_hd__nand3_1 | 28 |
| sky130_fd_sc_hd__nand4_1 | 11 |
| sky130_fd_sc_hd__nor2_1 | 61 |
| sky130_fd_sc_hd__nor2b_1 | 3 |
| sky130_fd_sc_hd__nor3_1 | 10 |
| sky130_fd_sc_hd__nor3b_1 | 2 |
| sky130_fd_sc_hd__nor4_1 | 3 |
| sky130_fd_sc_hd__nor4b_1 | 5 |
| sky130_fd_sc_hd__o21a_1 | 2 |
| sky130_fd_sc_hd__o21ai_0 | 11 |
| sky130_fd_sc_hd__or3_1 | 5 |
| sky130_fd_sc_hd__xnor2_1 | 28 |
| sky130_fd_sc_hd__xor2_1 | 20 |
[power by group through the flow]
| stage | combinational (mW) | clock (mW) | sequential [mW] |
|---|---|---|---|
| finish | 0.0742 | 0.283 | 0.534 |
| global route | 0.0810 | 0.319 | 0.535 |
| CTS | 0.0726 | 0.298 | 0.534 |
[registers in the layout, indices dropped and copies added, names as in the netlist]
name and flops:
anode_selector 2, counter 26, shift_pos 4, refresh_counter 20
[what timing repair did]
action / 4_1_cts / 5_1_grt
endpoints found under the setup margin: 7 / 8
hold endpoints to repair: 0 / 0
buffers inserted: 19 / 3
resized: 43 / 3
pin swaps: 22 / 9
gates cloned: 0 / 0
[cell usage in the layout, fill, tap and decap left out, types with 10 or more instances in the layout]
cell,n
sky130_fd_sc_hd__inv_1,18
sky130_fd_sc_hd__nand2_1,24
sky130_fd_sc_hd__nor2_1,57
sky130_fd_sc_hd__buf_4,67
sky130_fd_sc_hd__a21oi_1,10
sky130_fd_sc_hd__nand4_1,11
sky130_fd_sc_hd__xor2_1,20
sky130_fd_sc_hd__dfxtp_1,50
sky130_fd_sc_hd__nor3_1,10
sky130_fd_sc_hd__xnor2_1,27
sky130_fd_sc_hd__ha_1,16
sky130_fd_sc_hd__nand3_1,26
[cell families after synthesis]
logic type                 synth area share, %
AOI/OAI and AO/OA                         13.5
and+or+nand+nor                           27.1
DFF                                       32.6
buffers and inverters                     4.49
xor gates and xnor gates                  12.9
adders and majority gates                 7.91
muxes                                     1.57
[layout make-up]
class                      instances  area, um2  area share, %
multi-input combinational        311       2170           51.7
sequential                        52       1060           25.2
timing repair buffer              88        688           16.4
tap                              102        128           3.04
clock buffer                       7       76.3           1.82
inverter                          20       75.1           1.79
clock inverter                     1       3.75         0.0893
[routing by layer]
layer | track usage [%] | vias to the layer above | wire length [um]
li1 | - | 1547 | -
met1 | 24.0 | 1344 | 3320
met2 | 27.5 | 35 | 3020
met3 | 2.19 | 4 | 148
met4 | 2.21 | 0 | 47
met5 | 0 | - | 0
[stage by stage]
stage / utilization (%) / cell area [um2] / worst slack [ns]
finish: 53.8 / 4200 / -0.806
global route: 53.8 / 4200 / -0.945
CTS: 53.4 / 4170 / -0.779
detailed placement: 49.7 / 3880 / -0.739
global placement: 49.7 / 3880 / -0.691
floorplan: - / 3300 / -0.405
[worst max path at each step]
stage,slack (ns),from,depth (start not counted),end
after CTS,-0.78,anode_selector[0]$_DFFE_PN_,20,HEX[3]
after global routing,-0.95,anode_selector[1]$_DFFE_PN_,19,HEX[3]
final,-0.81,anode_selector[1]$_DFFE_PN_,19,HEX[3]
Power is estimated from default activity; no workload was simulated.
